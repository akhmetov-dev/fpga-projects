==> /design/flow/config.mk <==
export PLATFORM = sky130hd
export DESIGN_NAME = uart_receive
export DESIGN_NICKNAME = uart_receive
export VERILOG_FILES = /design/flow/design.v
export SDC_FILE = /design/flow/constraint.sdc
export NUM_CORES = 4
export LEC_CHECK = 1
export CORE_AREA = 10 10 104 104
export DIE_AREA = 0 0 114 114
==> /design/flow/run.sh <==
#!/bin/bash
# OpenROAD 26Q1-2900-gdf79404cd8, Yosys 0.63+post, stock flow scripts
make -C /OpenROAD-flow-scripts/flow DESIGN_CONFIG=/design/flow/config.mk WORK_HOME=/design/flow/orfs finish
==> /design/flow/design.v <==
module uart_receive(clk,Rx,led);
input clk;
input Rx;
output reg led = 0;
reg [1:0]	RxEnable = 1'b0;
reg [11:0]	count		= 1'b0;
reg [9:0]	data		= 10'b0000000000;
reg [4:0]	i			= 1'b0;
reg [7:0]	ASCII		= 8'b00110000;
always @ (posedge clk) 
begin
	if((Rx == 0)&&(i == 0))
	begin
		RxEnable <= 1'b1;
	end 
	if(RxEnable == 1'b1)
	begin
		count <= count + 1'b1;
		if((count == 434)&&(i == 0))
		begin
			i <= 1;
			count <= 0;
		end
		if((i > 0)&&(count == 868))
		begin
			data[i] <= Rx;
			count <= 0;
			i <= i + 1;
			if(i > 9)
			begin
				i <= 0;
				RxEnable <= 1'b0;
			end
		end
	end
	if(RxEnable == 1'b0)
	begin
		if(data[8:1] == ASCII[7:0])
		led = 1'b1;
	end
	else
		begin
		led = 1'b0;
	end
end
endmodule
==> /design/flow/constraint.sdc <==
current_design uart_receive

set clk_period 2.9
set clk_io_pct 0.2

create_clock -name clk0 -period $clk_period [get_ports {clk}]

set non_clock_inputs [all_inputs -no_clocks]
set_input_delay [expr $clk_period * $clk_io_pct] -clock clk0 $non_clock_inputs
set_output_delay [expr $clk_period * $clk_io_pct] -clock clk0 [all_outputs]
==> results.txt <==
On the backend side, the flow ran end to end.

The area fraction in full adders, half adders and majority gates stands at 0.0655. Among the non-sequential cells, simple AND/OR/NAND/NOR gates take the most area. The worst hold margin stands at 460 ps. At the pin with the least slew margin, the transition time is 657 ps. The startpoint identified for the worst hold timing path is RxEnable[0]$_DFF_P_. Counting every instance in the synthesized netlist gives 167. The number of cells on the worst reg-to-reg path is 8. The register-to-register setup slack stands at 250 ps. The sequential fraction of the synthesis area stands at 0.471.

Per STA, the worst path is made up of inv_1, ha_1, and2b_1, nor2b_1, ha_1, nand4bb_1, nor4_4, and2_1. TritonCTS built the clock tree. The total overflow left after global routing is 0. The max-slew violation count stands at 0. The die is 114 um wide. The tree is rooted in a clkbuf_8. After layout, the worst setup slack is 249 ps. In this run, the synthesized area fraction spent on xor and xnor cells is recorded as 0.0611. The number of gates resized after cts stands at 0. The commonest register cell is edfxtp_1. For the worst reg-to-reg path, the endpoint reported by OpenROAD is data[3]$_DFFE_PP_. The accumulated negative setup slack stands at 0 ps. The tool warning count stands at 31.

For this run, the detailed router reports a per-instance via density of 4.40. Of all flip-flops after synthesis, the portion carrying an async set or reset was 0. The worst setup path is launched from a flop. Per the skew report, the later register of the worst-skew pair sees a clock latency of 270 ps. Once placement completed, the tool counted placed cells totaling 276. In the layout the commonest cells are 25 x edfxtp_1, 19 x nor2_1. The total area inside the core boundary comes to 0.00868 sq mm.

The violation tally from detailed-route iteration zero stands at 95. The number of clock sinks seen by CTS stands at 28. The most critical min-delay path falls under flop to flop. The wire-length estimate of the detail-placed layout is 2450 um.

Across the VDD grid, the largest voltage drop is 0.000163 V. Counting the warning lines in the Yosys log gives 1. Nets still carrying antenna violations after routing amount to 0. The yosys synthesis chip area stands at 0.00172 sq mm.

The initial antenna violation count stands at 0. The cell depth of the worst min-delay path stands at 1. Per the STA report, the cell with the highest stage delay on the worst path is and2_1. The H-tree level count stands at 1. Setup repair after global routing left no endpoint under its margin. Entering global routing, the biggest net connects 16 pins.

The most common logic cell in the final layout is edfxtp_1. The simple-gate share of the synthesized area stands at 0.249. The highest clock rate this design can be run at is 0.377 GHz.

The layout summary lists the proportion of cells stronger than drive strength 1 as 0.0930. The chip height stands at 114 um. The worst slack after detailed placement stands at 253 ps. During placement, the flow inserted port buffers numbering 2.

According to the I/O placement log, the pin count is 3. The buffers plus inverters on the worst setup path stands at 1. The area of the die stands at 0.0130 sq mm. The final timing report lists clock skew as 8.41 ps. After synthesis, the mean cell area works out to 10.3 sq um.

The final worst-path cycle share stands at 0.914. The via count of the first global-routing pass stands at 1213. In the Yosys report the total cell count is 167. The total global-route track usage stands at 0.0512. The count of vias placed by the detailed router stands at 1232.

The first global-routing pass estimated 5620 um of wire. The number of buffers added for setup after CTS stands at 0. The run finished with clean final reports.

For reference, the placement row count at floorplan is 34. Counting stages on the worst path, the most repeated cell is ha_1. The number of flip-flops and latches in the synthesized netlist stands at 28.

The mux contribution to synthesized area stands at 0. In the hold report, the worst path ends at led$_SDFFE_PP0N_. The largest driver fanout on the critical path stands at 9. The largest single stage delay on the critical path is 410 ps. The timing report attributes the biggest portion of critical-path delay to simple AND/OR/NAND/NOR gates. The weighted congestion reported at the end of routability-driven placement stands at 0.857. Before antenna repair, the detailed router went through 4 iterations. The data arrival time reported for the critical path is 2580 ps. The static power due to leakage stands at 0.559 nW. The DRC violation count after routing stands at 0. Once layout is complete, the cells apart from fillers number 280. The share of total power dissipated in sequential elements is 0.671. Of the total power, combinational logic draws 0.006. STA classifies the critical path endpoint as a flop. The number of library cell types mapped by synthesis stands at 42. In this run the deepest clock path goes through 2 buffers. For this run, the script counts the antenna cells in the layout as 0. The fraction of power spent switching nets stands at 0.180. Per the post-CTS timing run, clock transition at the registers of the reported paths is 90 ps. Setup violations remaining at the end of the flow were counted as 0. The power per cell area stands at 335 mW/mm^2. The critical path is of the flop to flop type. The post-layout minimum cycle time stands at 2650 ps. The post-synthesis compound-gate area fraction stands at 0.111. At the worst endpoint, the required time is 2830 ps. The remaining max-slew budget at the tightest pin stands at 0.561. Buffers inserted to repair hold after CTS numbered 0. The final timing report lists a hold violation count of 0. The net switching power in the latest report is 0.000116 W. The number of synthesized flops with an enable pin stands at 25. The total clock buffers created by CTS stands at 3. The routed design shows a wire length per standard cell of 11.5 um.

The internal power contribution stands at 0.000529 W. The detailed router reported a total wirelength of 3210 um. For this configuration, the core starts out at a cell density of 0.198. The share of total power dissipated in the clock network is 0.324. The run reported a max-capacitance violation count of 0.

In this run the layout overhead on the synthesized area is reported as 11.9%. The synthesized cell area stands at 0.00172 sq mm. STA lists the startpoint of the worst register-to-register path as i[0]$_SDFFCE_PN1P_.
-- flip-flops by register name, summed over array words and instances (netlist names) --
name and flops:
count 12, RxEnable 2, i 5, led 1, data 8
-- kinds of logic (layout without fill, tap and decap cells) --
group	after synthesis	count (layout)
compound gates	28	28
xor+xnor	12	12
fa+ha+maj	9	9
other cells	1	1
flops	28	28
buf+inv	15	20
simple gates	74	74
-- Yosys cell counts (2+ instances only) --
cell type / n / area [sq um]
buf_2: 3 / 15.0
nor4_1: 3 / 18.8
o31a_1: 2 / 17.5
xor2_1: 7 / 61.3
clkbuf_1: 2 / 7.51
o21ai_0: 6 / 30.0
edfxtp_1: 25 / 751
nand3b_1: 5 / 37.5
nor3_1: 2 / 10.0
o311ai_0: 2 / 17.5
nand3_1: 9 / 45.0
ha_1: 9 / 113
inv_1: 9 / 33.8
xnor2_1: 5 / 43.8
nor2_1: 19 / 71.3
and2_1: 3 / 18.8
a21oi_2: 2 / 17.5
nor2b_1: 4 / 25.0
o21ai_1: 4 / 20.0
nand2_1: 8 / 30.0
dfxtp_1: 3 / 60.1
nand4_1: 9 / 56.3
o211ai_1: 6 / 45.0
a21oi_1: 2 / 10.0
-- power groups by stage --
stage / combinational (W) / sequential (W) / clock, W
CTS: 0.00000376 / 0.000432 / 0.000216
global route: 0.00000425 / 0.000432 / 0.000234
finish: 0.00000381 / 0.000432 / 0.000208
-- worst max-delay path by stage --
stage,start,to,slack (ps),depth (start not counted)
after global routing,i[0]$_SDFFCE_PN1P_,data[6]$_DFFE_PP_,50,8
after CTS,i[0]$_SDFFCE_PN1P_,data[6]$_DFFE_PP_,220,8
final,i[0]$_SDFFCE_PN1P_,data[3]$_DFFE_PP_,250,8
-- worst register-to-register path: stages (launching register included) --
cell and delay [ps]:
edfxtp_1 350, inv_1 60, ha_1 250, and2b_1 250, nor2b_1 160, ha_1 230, nand4bb_1 250, nor4_4 330
and2_1 410
-- area by class of cell --
class	count	area [sq um]
clock buffers	3	41.3
clock inverters	1	3.75
fillers	954	6750
inverters	9	33.8
multi-input cells	124	842
flip-flops and latches	28	811
well taps	108	135
repair buffers	7	57.6
-- per-stage QoR --
| step | power [W] | instance area, sq um | util |
|---|---|---|---|
| 2_1_floorplan | 0.000443 | 1720 | - |
| 5_1_grt | 0.000670 | 1920 | 0.222 |
| 4_1_cts | 0.000652 | 1920 | 0.222 |
| 6_report | 0.000644 | 1920 | 0.222 |
| 3_3_place_gp | 0.000445 | 1880 | 0.217 |
| 3_5_place_dp | 0.000445 | 1880 | 0.217 |
-- routing by layer --
layer	share of wire	GRT usage	vias up
met5	0	0	-
met4	0.0097	0.00752	0
met3	0.038	0.0122	4
met2	0.43	0.0725	18
met1	0.52	0.0794	582
li1	-	-	628
Power is estimated from default activity; no workload was simulated.
