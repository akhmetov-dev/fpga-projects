==> run.sh <==
#!/bin/bash
# OpenROAD 26Q1-2900-gdf79404cd8, Yosys 0.63+post, stock flow scripts
make -C /OpenROAD-flow-scripts/flow DESIGN_CONFIG=/design/flow/config.mk WORK_HOME=/design/flow/orfs finish
==> config.mk <==
export PLATFORM = sky130hd
export DESIGN_NAME = serial
export DESIGN_NICKNAME = serial
export VERILOG_FILES = /design/flow/design.v
export SDC_FILE = /design/flow/constraint.sdc
export NUM_CORES = 4
export LEC_CHECK = 1
export CORE_UTILIZATION = 40
==> constraint.sdc <==
current_design serial

set clk_period 3.0
set clk_io_pct 0.2

create_clock -name clk0 -period $clk_period [get_ports {clk}]

set non_clock_inputs [all_inputs -no_clocks]
set_input_delay [expr $clk_period * $clk_io_pct] -clock clk0 $non_clock_inputs
set_output_delay [expr $clk_period * $clk_io_pct] -clock clk0 [all_outputs]
==> design.v <==
module serial(clk,rst,rxd,txd,en,seg_data,key_input,lowbit);
input clk,rst;
input rxd; 
input key_input; 
output[7:0] en;
output[7:0] seg_data;
reg[7:0] seg_data;
output txd; 
output lowbit;
reg[15:0] div_reg; 
reg[2:0]  div8_tras_reg; 
reg[2:0]  div8_rec_reg; 
reg[3:0] state_tras; 
reg[3:0] state_rec; 
reg clkbaud_tras; 
reg clkbaud_rec; 
reg clkbaud8x; 
reg recstart; 
reg recstart_tmp;
reg trasstart; 
reg rxd_reg1; 
reg rxd_reg2; 
reg txd_reg; 
reg[7:0] rxd_buf; 
reg[7:0] txd_buf; 
reg[2:0] send_state; 
reg[19:0] cnt_delay; 
reg start_delaycnt; 
reg key_entry1,key_entry2; 
parameter div_par=16'h145; 
assign txd=txd_reg;
assign lowbit=0;
assign en=0; 
always@(posedge clk )
begin
	if(!rst) begin 
		cnt_delay<=0;
		start_delaycnt<=0;
	 end
	else if(start_delaycnt) begin
		if(cnt_delay!=20'd800000) begin
			cnt_delay<=cnt_delay+1;
		 end
		else begin
			cnt_delay<=0;
			start_delaycnt<=0;
		 end
	 end
	else begin
		if(!key_input&&cnt_delay==0)
				start_delaycnt<=1;
	 end
end
always@(posedge clk)
begin
	if(!rst) 
		key_entry1<=0;
	else begin
		if(key_entry2)
			key_entry1<=0;
		else if(cnt_delay==20'd800000) begin
			if(!key_input)
				key_entry1<=1;
		 end
	 end
end
always@(posedge clk )
begin
	if(!rst)
		div_reg<=0;
	else begin
		if(div_reg==div_par-1)
			div_reg<=0;
		else
			div_reg<=div_reg+1;
	 end
end
always@(posedge clk) 
begin
	if(!rst)
		clkbaud8x<=0;
	else if(div_reg==div_par-1)
		clkbaud8x<=~clkbaud8x;
end
always@(posedge clkbaud8x or negedge rst)
begin
	if(!rst)
		div8_rec_reg<=0;
	else if(recstart) 
		div8_rec_reg<=div8_rec_reg+1; 
end
always@(posedge clkbaud8x or negedge rst)
begin
	if(!rst)
		div8_tras_reg<=0;
	else if(trasstart)
		div8_tras_reg<=div8_tras_reg+1; 
end
always@(div8_rec_reg)
begin
	if(div8_rec_reg==7)
		clkbaud_rec=1; 
	else
		clkbaud_rec=0;
end
always@(div8_tras_reg)
begin
	if(div8_tras_reg==7)
		clkbaud_tras=1; 
	else
		clkbaud_tras=0;
end
always@(posedge clkbaud8x or negedge rst)
begin
	if(!rst) begin
		txd_reg<=1;
		trasstart<=0;
		txd_buf<=0;
		state_tras<=0;
		send_state<=0;
		key_entry2<=0;
	 end
	else begin
		if(!key_entry2) begin
			if(key_entry1) begin
				key_entry2<=1;
				txd_buf<=8'd119;  
			 end
		 end
		else  begin
			case(state_tras)
				4'b0000: begin   
					if(!trasstart&&send_state<7) 
						trasstart<=1;
					else if(send_state<7) begin
						if(clkbaud_tras) begin
							txd_reg<=0;
							state_tras<=state_tras+1;
						 end
					 end
					else begin
						key_entry2<=0;
						state_tras<=0;
					 end					
				end		
				4'b0001: begin  
					if(clkbaud_tras) begin
						txd_reg<=txd_buf[0];
						txd_buf[6:0]<=txd_buf[7:1];
						state_tras<=state_tras+1;
					 end
				 end
				4'b0010: begin  
					if(clkbaud_tras) begin
						txd_reg<=txd_buf[0];
						txd_buf[6:0]<=txd_buf[7:1];
						state_tras<=state_tras+1;
					 end
				 end
				 4'b0011: begin  
				 	if(clkbaud_tras) begin
						txd_reg<=txd_buf[0];
						txd_buf[6:0]<=txd_buf[7:1];
						state_tras<=state_tras+1;
					 end
				 end
				4'b0100: begin  
					if(clkbaud_tras) begin
						txd_reg<=txd_buf[0];
						txd_buf[6:0]<=txd_buf[7:1];
						state_tras<=state_tras+1;
					 end
				 end
				4'b0101: begin  
					if(clkbaud_tras) begin
						txd_reg<=txd_buf[0];
						txd_buf[6:0]<=txd_buf[7:1];
						state_tras<=state_tras+1;
					 end
				 end
				4'b0110: begin  
					if(clkbaud_tras) begin
						txd_reg<=txd_buf[0];
						txd_buf[6:0]<=txd_buf[7:1];
						state_tras<=state_tras+1;
					 end
				 end
				4'b0111: begin  
					if(clkbaud_tras) begin
						txd_reg<=txd_buf[0];
						txd_buf[6:0]<=txd_buf[7:1];
						state_tras<=state_tras+1;
					 end
				 end
				4'b1000: begin  
					if(clkbaud_tras) begin
						txd_reg<=txd_buf[0];
						txd_buf[6:0]<=txd_buf[7:1];
						state_tras<=state_tras+1;
					 end
				 end
				4'b1001: begin  
					if(clkbaud_tras) begin
						txd_reg<=1;
						txd_buf<=8'h55;
						state_tras<=state_tras+1;
					 end
				 end
				4'b1111:begin 
					if(clkbaud_tras) begin
						state_tras<=state_tras+1;
						send_state<=send_state+1;
						trasstart<=0;
						case(send_state)
							3'b000:
								txd_buf<=8'd101; 
							3'b001:
								txd_buf<=8'd108; 
							3'b010:
								txd_buf<=8'd99; 
							3'b011:
								txd_buf<=8'd111; 
							3'b100:
								txd_buf<=8'd109; 
							3'b101:
								txd_buf<=8'd101; 
							default:
								txd_buf<=0;
						 endcase
					 end
				 end
				default: begin
					if(clkbaud_tras) begin
						state_tras<=state_tras+1;
						trasstart<=1;
					 end
				 end
			 endcase
		 end
	 end
end
always@(posedge clkbaud8x or negedge rst) 
begin
	if(!rst) begin
		rxd_reg1<=0;
		rxd_reg2<=0;
		rxd_buf<=0;
		state_rec<=0;
		recstart<=0;
		recstart_tmp<=0;
	 end
	else  begin
		 rxd_reg1<=rxd;
		 rxd_reg2<=rxd_reg1;
		 if(state_rec==0) begin
			 if(recstart_tmp==1) begin
		 		recstart<=1;
		 		recstart_tmp<=0;
				state_rec<=state_rec+1;
		  	  end
		 	 else if(!rxd_reg1&&rxd_reg2)  
				recstart_tmp<=1;
		   end
		 else if(state_rec>=1&&state_rec<=8) begin
		 	 if(clkbaud_rec) begin
			 	rxd_buf[7]<=rxd_reg2;
				rxd_buf[6:0]<=rxd_buf[7:1];
				state_rec<=state_rec+1;
			  end
		  end
		 else if(state_rec==9) begin
		 	if(clkbaud_rec) begin
		 		state_rec<=0;
				recstart<=0;
			 end
		  end
	  end
end
always@(rxd_buf)  
begin
      case (rxd_buf)
		8'h30:
			seg_data=8'b11000000;
		8'h31:
			seg_data=8'b11111001;
		8'h32:
			seg_data=8'b10100100;
		8'h33:
			seg_data=8'b10110000;
		8'h34:
			seg_data=8'b10011001;
		8'h35:
			seg_data=8'b10010010;
		8'h36:
			seg_data=8'b10000010;
		8'h37:
			seg_data=8'b11111000;
		8'h38:
			seg_data=8'b10000000;
		8'h39:
			seg_data=8'b10010000;
		8'h41:
			seg_data=8'b00010001;
		8'h42:
			seg_data=8'b11000001;
		8'h43:
			seg_data=8'b0110_0011;
		8'h44:
			seg_data=8'b1000_0101;
		8'h45:
			seg_data=8'b0110_0001;
		8'h46:
			seg_data=8'b0111_0001;
		default:
			seg_data=8'b1111_1111;
	 endcase
end	
endmodule
==> flow_results.xml <==
<?xml version="1.0" encoding="UTF-8"?>
<metrics>
  <group name="timing">
    <metric name="timing.final.setup_violations" unit="">0</metric>
    <metric name="rsz0062_at_grt" unit="">no</metric>
    <metric name="hold_violations" unit="">0</metric>
    <metric name="count_of_endpoints_without_a_timing_constraint" unit="">48</metric>
    <metric name="unclocked_pins" unit="">39</metric>
    <metric name="achievable-frequency" unit="MHz">510</metric>
    <metric name="post-route-min-period" unit="ns">1.96</metric>
    <metric name="totalNegativeSetupSlack" unit="ns">0</metric>
    <metric name="slew-limit-headroom" unit="%">59.9</metric>
    <metric name="layout_worst_path_cycle_share" unit="%">65.3</metric>
    <metric name="transition_time_at_the_pin_with_the_least_slew_margin" unit="ns">0.602</metric>
    <metric name="maxSlewViolCount" unit="">0</metric>
    <metric name="fin_skew" unit="ns">0.00632</metric>
  </group>
  <group name="placement">
    <metric name="gp_congestion" unit="">0.820</metric>
    <metric name="placed_cells" unit="">602</metric>
    <metric name="dp.final_hpwl" unit="um">5160</metric>
    <metric name="portBuffers" unit="">12</metric>
  </group>
  <group name="cts">
    <metric name="ctsHtreeMaxLevel" unit="">2</metric>
    <metric name="postCtsSetupRepairBufs" unit="">0</metric>
    <metric name="cts_tree" unit="">yes</metric>
    <metric name="hold_buffers" unit="">0</metric>
    <metric name="cts.repair.resized" unit="">0</metric>
    <metric name="cts.root.buffer_cell" unit="">clkbuf_8</metric>
    <metric name="cts.path.max_buffers" unit="">2</metric>
    <metric name="cts.reportedPaths.clkPinSlew" unit="ns">0.08</metric>
    <metric name="clkLatencyLatePin" unit="ns">0.29</metric>
    <metric name="cts_buffers" unit="">5</metric>
  </group>
  <group name="pwr">
    <metric name="clockPowerShare" unit="%">38.9</metric>
    <metric name="p_per_area" unit="nW/um^2">211</metric>
    <metric name="switching_power" unit="W">0.000226</metric>
    <metric name="p_sw_share" unit="%">22.9</metric>
    <metric name="comb_power_share" unit="%">6.2</metric>
    <metric name="internal-power" unit="W">0.000760</metric>
    <metric name="overall_power" unit="W">0.000985</metric>
    <metric name="power.ir.vdd_worst" unit="mV">0.169</metric>
    <metric name="p_leak" unit="nW">1.81</metric>
    <metric name="sequential_share_of_power" unit="%">54.9</metric>
  </group>
  <group name="drt">
    <metric name="dr.pass1.iters" unit="">4</metric>
    <metric name="wirelength" unit="um">7280</metric>
    <metric name="antenna_violating_nets_post_route" unit="">0</metric>
    <metric name="drt_drc_violations_left" unit="">0</metric>
    <metric name="route.detailed.wl_per_inst" unit="um">11.9</metric>
    <metric name="diodes" unit="">0</metric>
    <metric name="detail_route.iter0.violations" unit="">181</metric>
    <metric name="number_of_vias_per_cell" unit="">5.25</metric>
    <metric name="num_vias" unit="">3204</metric>
  </group>
  <group name="global_routing">
    <metric name="antenna_found_initial" unit="">0</metric>
    <metric name="grt_pass1_vias" unit="">2843</metric>
    <metric name="grt_max_degree" unit="">45</metric>
    <metric name="grt_remaining_overflow" unit="">0</metric>
    <metric name="grt_pass1_wl" unit="um">13100</metric>
    <metric name="global_route.usage.total" unit="%">13.9</metric>
  </group>
  <group name="critical_path">
    <metric name="worst_setup_path_start_kind" unit="">flop</metric>
    <metric name="setup.worst_path.class" unit="">reg2reg</metric>
    <metric name="regToRegStartpoint" unit="">cnt_delay[0]</metric>
    <metric name="highest_delay_cell_along_the_critical_path" unit="">or4_1</metric>
    <metric name="path_buffers" unit="">0</metric>
    <metric name="timing.critical_path.fanout_max" unit="">7</metric>
    <metric name="crit_chain" unit="">ha_1 -&gt; and3_1 -&gt; nand4_1 -&gt; or4_1 -&gt; a21oi_1</metric>
    <metric name="end_kind" unit="">flop</metric>
    <metric name="worst_endpoint_required_time" unit="ns">3.22</metric>
    <metric name="cpLargestDelayFamily" unit="">simple AND/OR/NAND/NOR gates</metric>
    <metric name="worst_r2r_path_depth" unit="">5</metric>
    <metric name="critical_path.reg2reg.endpoint" unit="">cnt_delay[18]</metric>
    <metric name="worstPathArrival" unit="ns">2.18</metric>
    <metric name="critical_path.max_stage_delay" unit="ns">0.54</metric>
    <metric name="setup_slack_of_the_worst_register_to_register_path" unit="ns">1.04</metric>
  </group>
  <group name="worst_hold_path">
    <metric name="hp-start" unit="">div_reg[0]</metric>
    <metric name="whs_path_depth" unit="">1</metric>
    <metric name="worstHoldEndpoint" unit="">div_reg[0]</metric>
    <metric name="path_category_of_the_worst_min_delay_check" unit="">reg2reg</metric>
  </group>
  <group name="yosys">
    <metric name="asyncSetResetFlopFracSynth" unit="%">50.0</metric>
    <metric name="topCellsByArea" unit="">dfrtp_1, dfxtp_1, mux2_2</metric>
    <metric name="top_area_share" unit="%">21.8</metric>
    <metric name="postSynth.topFlopCell" unit="">dfxtp_1</metric>
    <metric name="netlist-cell-type-count" unit="">66</metric>
    <metric name="sequential_fraction_of_the_synthesis_area" unit="%">40.2</metric>
    <metric name="post-synth-top-area-cell" unit="">dfrtp_1</metric>
    <metric name="synth.avg_cell_area" unit="um^2">9.30</metric>
    <metric name="ys.flops" unit="">78</metric>
    <metric name="yosys_warnings" unit="">1</metric>
    <metric name="synthCells" unit="">470</metric>
    <metric name="number_of_enable_type_register_cells_in_the_synthesized_netlist" unit="">0</metric>
    <metric name="synth.cell_area" unit="um^2">4370</metric>
    <metric name="yosys_instances" unit="">470</metric>
    <metric name="yosysChipArea" unit="um^2">4370</metric>
  </group>
  <group name="layout">
    <metric name="largest_register_ffs" unit="">20</metric>
    <metric name="final.fill_count" unit="">1006</metric>
    <metric name="mostFrequentLayoutCells" unit="">nor2_1, dfxtp_1, dfrtp_1, nand2_1</metric>
    <metric name="lay_top_count" unit="">nor2_1</metric>
    <metric name="area.combinational" unit="um^2">2400</metric>
    <metric name="drive_above_1_share" unit="%">9.92</metric>
    <metric name="syn_to_final_growth" unit="%">6.61</metric>
    <metric name="fin_cells" unit="">610</metric>
    <metric name="sequential_cell_area" unit="um^2">1760</metric>
  </group>
  <group name="job">
    <metric name="max_cap_violations" unit="">0</metric>
    <metric name="warning_count" unit="">36</metric>
  </group>
  <group name="floorplan">
    <metric name="die_width" unit="um">107</metric>
    <metric name="num_io_pins" unit="">22</metric>
    <metric name="row_count" unit="">37</metric>
    <metric name="die_area" unit="um^2">11300</metric>
    <metric name="pre_placement_core_utilization" unit="%">41.8</metric>
    <metric name="core-area" unit="um^2">10500</metric>
    <metric name="die-height" unit="um">107</metric>
  </group>
  <group name="run_status">
    <metric name="outcome" unit="">finished, final reports clean</metric>
  </group>
</metrics>
metal layers:
metal	global-route usage, %	vias up	wire [um]
met5	0	-	0
met4	1.17	0	72
met1	22.5	1505	3770
met3	1.13	6	144
met2	21.8	26	3300
li1	-	1667	-
logic make-up (layout without fill, tap and decap cells):
group / after synthesis / in the layout / synth area share (%)
AND/OR/NAND/NOR: 184 / 184 / 23.0
flip-flops: 78 / 78 / 40.2
AND-OR/OR-AND: 75 / 75 / 11.7
buffers and inverters: 51 / 47 / 5.47
XOR/XNOR: 34 / 34 / 6.81
multiplexers: 26 / 26 / 6.64
adder cells (fa/ha/maj): 21 / 21 / 6.01
other: 1 / 9 / 0.0858
stage by stage:
step | hold WS [ns] | util (%) | cell area (um^2) | worst slack (ns)
after floorplan | 0.448 | - | 4400 | 1.31
after global placement | 0.477 | 43.6 | 4560 | 1.09
after detailed placement | 0.481 | 43.6 | 4560 | 1.03
after CTS | 0.496 | 44.5 | 4660 | 1.06
after global routing | 0.514 | 44.5 | 4660 | 0.873
final | 0.494 | 44.5 | 4660 | 1.04
synthesized netlist by cell type, drive strengths merged (16+ instances only):
master / n
xnor2: 18
ha: 21
nor2: 54
o21ai: 18
nand2: 27
nand3: 16
nand4: 16
dfrtp: 38
mux2: 24
xor2: 16
inv: 24
dfxtp: 39
how the worst max path moves through the flow:
stage,depth (start not counted),startpoint,endpoint
4_1_cts,5,cnt_delay[0],cnt_delay[18]
5_1_grt,5,cnt_delay[0],cnt_delay[18]
6_report,5,cnt_delay[0],cnt_delay[18]
cell type report:
type | count | area share [%]
flip-flops and latches | 78 | 37.7
well taps | 136 | 3.65
inverters | 24 | 1.93
repair buffers | 15 | 2.95
multi-input cells | 349 | 51.6
clock buffers | 8 | 2.15
power by group through the flow:
stage | clock, W | combinational [W] | sequential [W]
finish | 0.000383 | 0.0000609 | 0.000541
global route | 0.000413 | 0.0000717 | 0.000544
CTS | 0.000398 | 0.0000631 | 0.000541
No activity file was given, so power comes from the tool's default toggle rates.
