$ cat ./config.mk
export PLATFORM = sky130hd
export DESIGN_NAME = i2c_master
export DESIGN_NICKNAME = i2c_master
export VERILOG_FILES = /design/flow/design.v
export SDC_FILE = /design/flow/constraint.sdc
export NUM_CORES = 4
export LEC_CHECK = 1
export CORE_UTILIZATION = 50
$ cat ./constraint.sdc
current_design i2c_master

set clk_period 13.1
set clk_io_pct 0.2

create_clock -name clk0 -period $clk_period [get_ports {clk}]

set non_clock_inputs [all_inputs -no_clocks]
set_input_delay [expr $clk_period * $clk_io_pct] -clock clk0 $non_clock_inputs
set_output_delay [expr $clk_period * $clk_io_pct] -clock clk0 [all_outputs]
$ cat ./design.v
module i2c_master (clk, led, scl, sda, button);
input clk;
input button;
output reg led;
output reg scl;
output reg sda;
reg [7 : 0] counter_100_khz;
reg [22 : 0] counter_debounce;
reg [7 : 0] addr;
reg [3 : 0] counter_packet;
reg button_flag;
reg state;
initial begin
	counter_100_khz <= 8'b0;
	counter_debounce <= 23'b0;
	counter_packet <= 0;
	addr <= 8'b01111000;				 
	button_flag <= 0;
	led <= 0;
	scl <= 0;
	sda <= 1;
	state <= 0;
end
always @ (posedge clk)
begin
	counter_100_khz <= counter_100_khz + 1;
	if (counter_100_khz == 250)
	begin
		scl <= !scl;
		counter_100_khz <= 8'b0;
	end
end
always @ (posedge clk)
begin
	if (button == 0)
	begin
		counter_debounce <= counter_debounce + 1;
	end
	if (counter_debounce >= 5000000)
	begin
		button_flag <= 1;
		counter_debounce <= 23'b0;
	end
	if (button == 1 && counter_debounce > 0 && counter_debounce < 5000000)
	begin
		counter_debounce <= counter_debounce - 1;
	end
	if (button == 1 && counter_debounce == 0)
	begin
		button_flag <= 0;
	end
end
always @ (negedge scl)
begin
	if (button_flag == 1)
	begin
		case (state)
			0 :
			begin
				state <= 1;
				sda <= 0;
			end
			1 :
			begin
				if (counter_packet < 8)
				begin
					sda <= addr[counter_packet];
					counter_packet <= counter_packet + 1;
				end
				else
				begin
					counter_packet <= 0;
				end
			end
		endcase
	end
end
endmodule
$ cat ./run.sh
#!/bin/bash
# OpenROAD 26Q1-2900-gdf79404cd8, Yosys 0.63+post, stock flow scripts
make -C /OpenROAD-flow-scripts/flow DESIGN_CONFIG=/design/flow/config.mk WORK_HOME=/design/flow/orfs finish
==> impl_metrics.csv <==
group,metric,value,unit
route,drt-initial-drc-count,80,
synthesis,flop_cell,"edfxtp_1",
setup_path,crit_chain,"clkdlybuf4s50_1, o41ai_4, buf_4, or3_1, a41oi_1",
layout,final_layout_top_logic_cells,"32 x mux2i_1, 30 x edfxtp_1, 26 x nor2_1",
pwr,power-per-cell-area,146,mW/mm²
final_timing,max_freq,0.238,GHz
final_timing,worstMarginPinSlew,0.870,ns
job,max-cap-violations,0,
route,final_antenna_net_count,0,
setup_path,cp_num_buf_inv,2,
global_routing,grtUsageTotal,20.6,%
synthesis,ys_warn_count,1,
synthesis,synthArstFlopShare,0,%
setup_path,worstPathArrival,4.33,ns
synthesis,ys_types,51,
route,avgRoutedWirePerCell,15.2,µm
route,antenna_cells,0,
final_timing,slew-limit-headroom,41.8,%
layout,final_area,0.00291,mm²
global_routing,grt_max_degree,21,
floorplanning,fp.coreArea,0.00520,mm²
placed_design,dpl_cell_area,0.00278,mm²
clock_network,cts-buffers-inserted,5,
floorplanning,die_y,76.1,µm
global_routing,grt-busiest-layer,"met1",
global_routing,grtUsageMet3,2.19,%
clock_network,h-tree-depth,2,
global_routing,antenna_found_initial,0,
global_routing,grt_pass1_vias,1922,
clock_network,path_clk_slew,0.07,ns
clock_network,root_buffer,"clkbuf_8",
synthesis,synth_area,0.00275,mm²
synthesis,synth_area_per_cell,9.54,µm²
synthesis,ys_seq_share,39.3,%
final_timing,hold_viol_final,0,
setup_path,slowest_stage,"clkdlybuf4s50_1",
final_timing,unconstrained_endpoints,12,
pwr,p_leak,1.17,nW
clock_network,cts_resized,0,
setup_path,max_stage_delay,0.63,ns
run_status,outcome,"completed",
clock_network,cts_tree,"done",
final_timing,min_period_over_period,32.1,%
final_timing,holdWs,0.463,ns
setup_path,cp.required,13.22,ns
clock_network,cts_hold_buf,0,
synthesis,synth_cells,288,
synthesis,ys_area,0.00275,mm²
floorplanning,initCoreUtil,52.8,%
final_timing,rsz0062_at_grt,"false",
final_timing,tns,0,ns
placed_design,hpwl,3710,µm
setup_path,path_delay_family,"buffers and inverters",
clock_network,post-cts-setup-buffers,0,
route,route.detailed.drc,0,
placed_design,place_congestion,0.856,
clock_network,clk_latency,0.28,ns
setup_path,critPathKind,"input pin to flop",
floorplanning,die_w,76.1,µm
job,warning_count,28,
floorplanning,die_area,0.00580,mm²
synthesis,synth-edff-count,30,
final_timing,fin_skew,0.00507,ns
synthesis,ys_cells,288,
layout,n_fill_cell,471,
route,vias_per_cell,5.90,
layout,lay_top_count,"mux2i_1",
synthesis,synth_flops,39,
placed_design,port_buffers,3,
pwr,peakVddDrop,0.0722,mV
final_timing,finalSetupViolCount,0,
hold_path,hold_class,"flop to flop",
layout,drive_above_1_share,8.10,%
global_routing,met2_usage,30.9,%
final_timing,unclocked_regs,6,
floorplanning,rows,26,
clock_network,clock_path_buffers,2,
route,dr.pass1.iters,4,
final_timing,finalMaxSlewViolations,0,
setup_path,cp-end-kind,"flop",
global_routing,grt_pass1_wl,9370,µm
final_timing,period_needed,4.21,ns
setup_path,worstPathMaxFanout,20,
global_routing,grt_overflow,0,
global_routing,grtUsageMet1,34.5,%
route,via_count,2087,
setup_path,critPathLaunchType,"input pin",
layout,area_growth,5.74,%
floorplanning,ios,5,
route,wl,5380,µm
[stage by stage]
step	instances	util (%)	worst slack, ns	power [W]
2_1_floorplan	288	-	9.28	0.000305
3_3_place_gp	346	53.5	8.61	0.000322
3_5_place_dp	346	53.5	8.61	0.000324
4_1_cts	354	55.8	8.91	0.000425
5_1_grt	354	55.8	8.85	0.000457
6_report	354	55.8	8.89	0.000424
[logic make-up (layout without fill, tap and decap cells)]
group,Yosys count,after routing,synth area share [%]
other,2,2,0.273
buffers and inverters,27,23,5.69
adders and majority gates,6,6,2.73
and+or+nand+nor,122,122,25.4
xor gates and xnor gates,4,4,1.27
muxes,32,32,11.7
AOI/OAI and AO/OA,56,56,13.7
DFF,39,39,39.3
[registers in the layout, summed over array words and instances (netlist names)]
register and count:
counter_100_khz 8, state 1, counter_packet 4, scl 1
sda 1, counter_debounce 23, button_flag 1
[power breakdown]
part / switching, W / internal, W / total, W
Sequential: 0.0000584 / 0.000150 / 0.000208
Clock: 0.0000398 / 0.0000602 / 0.000100
Combinational: 0.0000598 / 0.0000559 / 0.000116
[path summary, 6_finish.rpt]
kind,start,to,slack (ns),cells after the start
worst min-delay path,counter_100_khz[0],counter_100_khz[0],0.46,1
worst min register to register,counter_100_khz[0],counter_100_khz[0],0.46,1
worst max register to register,counter_debounce[0],counter_debounce[7],9.98,7
worst max-delay path,button,counter_debounce[6],8.89,5
[cell usage after synthesis, types with 2 or more instances]
cell	n	area, µm²
dfxtp_1	9	180
nand4_1	5	31.3
o21ai_0	21	105
buf_4	3	22.5
a21boi_0	2	15.0
a31oi_1	4	25.0
and3_1	6	37.5
buf_6	4	45.0
edfxtp_1	30	901
nor3_1	11	55.1
nand2b_1	3	18.8
nand3b_1	2	15.0
conb_1	2	7.51
or3_1	5	31.3
and4_1	2	17.5
nor4_1	6	37.5
or2b_1	2	15.0
and2_1	3	18.8
nor2_1	26	97.6
mux2i_1	32	320
nand3_1	19	95.1
o21bai_1	15	113
ha_1	6	75.1
nor2b_1	2	12.5
buf_2	2	10.0
nand2_1	18	67.6
xor2_1	3	26.3
clkbuf_1	11	41.3
a21o_1	2	15.0
or4_1	2	15.0
a21oi_1	5	25.0
inv_1	6	22.5
[layer usage]
layer | part of all wire, % | up-vias | wire (µm)
li1 | - | 1058 | -
met1 | 52 | 992 | 2820
met2 | 43 | 31 | 2310
met3 | 3.7 | 6 | 198
met4 | 0.89 | 0 | 48
met5 | 0 | - | 0
[cell type report]
class / count / area (µm²) / area share (%)
inverter: 6 / 22.5 / 0.775
sequential: 39 / 1080 / 37.2
clock inverter: 1 / 5.00 / 0.172
multi-input combinational: 222 / 1520 / 52.2
tap: 70 / 87.6 / 3.01
clock buffer: 7 / 119 / 4.09
timing repair buffer: 9 / 75.1 / 2.58
Power and IR drop assume default switching activity.
